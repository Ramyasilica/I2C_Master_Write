### ./design.v
`timescale 1ns / 1ps
module i2c_master_write (
    input  wire       clk,
    input  wire       rst,
    input  wire       start,
    input  wire [6:0] slave_addr,
    input  wire [7:0] data_in,
    output reg        busy,
    output reg        ack_error,
    output wire       scl,
    output reg        sda_oe       
);
    parameter CLK_DIV = 4;
    reg [15:0] clk_cnt;
    reg scl_int;
    always @(posedge clk or posedge rst) begin
        if (rst) begin
            clk_cnt <= 0;
            scl_int <= 1'b1;
        end else if (clk_cnt == CLK_DIV-1) begin
            clk_cnt <= 0;
            scl_int <= ~scl_int;
        end else begin
            clk_cnt <= clk_cnt + 1;
        end
    end
    assign scl = scl_int;
    parameter IDLE     = 3'd0,
              START_ST = 3'd1,
              ADDR     = 3'd2,
              ADDR_ACK = 3'd3,
              DATA     = 3'd4,
              DATA_ACK = 3'd5,
              STOP_ST  = 3'd6;
    reg [2:0] state;
    reg [3:0] bit_cnt;
    reg [7:0] shift;
    reg       start_latched;
    always @(negedge scl_int or posedge rst) begin
        if (rst) begin
            state         <= IDLE;
            sda_oe        <= 0;
            busy          <= 0;
            ack_error     <= 0;
            bit_cnt       <= 0;
            shift         <= 0;
            start_latched <= 0;
        end else begin
            case (state)
                IDLE: begin
                    busy   <= 0;
                    sda_oe <= 0;
                    if (start && !start_latched) begin
                        start_latched <= 1;
                        busy  <= 1;
                        state <= START_ST;
                    end
                end
                START_ST: begin
                    sda_oe  <= 1'b1;                  
                    shift   <= {slave_addr, 1'b0};    
                    bit_cnt <= 7;
                    state   <= ADDR;
                end
                ADDR: begin
                    sda_oe <= ~shift[bit_cnt];
                    if (bit_cnt == 0)
                        state <= ADDR_ACK;
                    else
                        bit_cnt <= bit_cnt - 1;
                end
                ADDR_ACK: begin
                    sda_oe <= 0;            
                    shift   <= data_in;
                    bit_cnt <= 7;
                    state   <= DATA;
                end
                DATA: begin
                    sda_oe <= ~shift[bit_cnt];
                    if (bit_cnt == 0)
                        state <= DATA_ACK;
                    else
                        bit_cnt <= bit_cnt - 1;
                end
                DATA_ACK: begin
                    sda_oe <= 0;
                    state  <= STOP_ST;
                end
                STOP_ST: begin
                    sda_oe        <= 0;    
                    busy          <= 0;
                    start_latched <= 0;
                    state         <= IDLE;
                end
            endcase
        end
    end
endmodule
### ./run.sh
#!/bin/bash
# OpenROAD 26Q1-2900-gdf79404cd8, Yosys 0.63+post, stock flow scripts
make -C /OpenROAD-flow-scripts/flow DESIGN_CONFIG=/design/flow/config.mk WORK_HOME=/design/flow/orfs finish
### ./constraint.sdc
current_design i2c_master_write

set clk_period 3.8
set clk_io_pct 0.2

create_clock -name clk0 -period $clk_period [get_ports {clk}]

set non_clock_inputs [all_inputs -no_clocks]
set_input_delay [expr $clk_period * $clk_io_pct] -clock clk0 $non_clock_inputs
set_output_delay [expr $clk_period * $clk_io_pct] -clock clk0 [all_outputs]
### ./config.mk
export PLATFORM = sky130hd
export DESIGN_NAME = i2c_master_write
export DESIGN_NICKNAME = i2c_master_write
export VERILOG_FILES = /design/flow/design.v
export SDC_FILE = /design/flow/constraint.sdc
export NUM_CORES = 4
export LEC_CHECK = 1
export CORE_UTILIZATION = 40
==> reports/metrics.cfg <==
[timing]
finalHoldViolations = 0
unclocked_pins = 22
min_period_ps = 2290
max_freq_mhz = 437
tightest_slew_ps = 756
fin_crit_sh_pct = 60.2
setup_violations = 0
rsz0062_at_grt = false
fin_skew_ps = 1.24
maxSlewHeadroom_pct = 49.5
setup_tns_ps = 0
hold_slack_ps = 478
finalMaxSlewViolations = 0
untimed_endpoints = 24

[run_status]
outcome = finished clean

[logic_synthesis]
synth.distinct_cells = 41
syn_avg_cell_area_um2 = 10.8
largest_area_cell = dfrtn_1
syn_area_um2 = 1810
synth-main-ff-cell = dfrtn_1
ys_warn_count = 1
synthCells = 167
yosys_cells = 167
top_cells_by_area = dfrtn_1 29%, dfrtp_1 22%, xnor2_1 5.8%, mux2i_1 3.9%, o21ai_0 3.6%
synthDominantCellAreaShare_pct = 29.1
async_flop_share_pct = 100
seq_area_frac_synth_pct = 54.2
yosys-stat-area_um2 = 1810
ys_ff = 39
edf_count = 0

[critical_path]
crit_buf_inv = 1
crit_family = flip-flops
path_max_fanout = 23
startpoint_type = flop
worstSetupPathType = flop to primary output
slowest_stage = dfstp_2
crit_chain = clkdlybuf4s50_1
rr_startpoint = clk_cnt[0]$_DFF_PP0_
crit_path_end_kind = primary output
cp.arrival_ps = 1530
critical-path-max-stage-delay_ps = 750
critPathRequiredTime_ps = 3040
cp-startpoint = scl_int$_DFFE_PP1N_

[route]
vias_per_cell = 5.39
dr.pass1.iters = 6
drc = 0
ant_nets = 0
routed_wl_um = 3150
antenna_cells = 0
initialDrtViolationCount = 48
routedWlPerCell_um = 13.3
vias = 1278

[layout]
mostFrequentLayoutCell = dfrtn_1
seq_area_um2 = 978
fillers = 373
drive_gt1_share_pct = 7.57
most-common-layout-cells = 21 x dfrtn_1, 20 x clkdlybuf4s50_1, 16 x dfrtp_1
area_delta_synth_final_pct = 15.0
logic_area_um2 = 766

[clock_tree]
cts_root_buf = clkbuf_8
cts_hold_buffers = 0
clk_latency_ps = 240
cts_resized = 0
clockBufferDepth = 2
cts_tree = yes
postCtsSetupBuffers = 0
htree_levels = 1
cts.clk_slew.worst_paths_ps = 60
cts_inserted_buffers = 3

[power]
p_leak_uw = 0.000899
power_uw = 336
p_per_area_nw_per_um2 = 162
ir_worst_vdd_v = 0.000195

[global_route]
antenna_found_initial = 0
grt_pass1_wl_um = 5750
grt_pass1_vias = 1254
grt_usage_pct = 14.8
grt_max_degree = 24
grt_overflow_total = 0

[place]
io_buffers = 20
dp_hpwl_um = 2290
gp_congestion = 0.831

[die]
fp-row-count = 24
dieArea_um2 = 4790
die_x_um = 69.2
io_pins = 22
coreArea_um2 = 4350
initial_core_util_pct = 41.5
die.size.y_um = 69.2

[flow_run]
max_cap_viol_count = 0
openroad.warnings = 25

[min_path]
min_from = clk_cnt[15]$_DFF_PP0_
hold_class = flop to flop

[Yosys cell counts (all sizes together), types with 2 or more instances]
cell type / count
a2111oi: 2
a21o: 3
a21oi: 4
and2: 3
and3: 4
and4: 3
buf: 5
clkbuf: 2
dfrtn: 21
dfrtp: 16
dfstp: 2
ha: 2
inv: 4
mux2: 2
mux2i: 7
nand2: 15
nand2b: 3
nand3: 5
nand4: 5
nor2: 11
nor2b: 3
nor3: 3
nor4: 5
o21ai: 13
xnor2: 12
xor2: 3
[state kept, by name, indices dropped and copies added, names as in the netlist]
register,cells
start_latched,1
scl_int,1
clk_cnt,16
sda_oe,1
busy,1
state,7
bit_cnt,4
shift,8
[metrics by stage]
| stage | util [%] | cells | setup WS, ps | area [µm²] |
|---|---|---|---|---|
| 4_1_cts | 47.7 | 237 | 1480 | 2080 |
| 6_report | 47.7 | 237 | 1510 | 2080 |
| 3_3_place_gp | 46.7 | 233 | 1770 | 2030 |
| 5_1_grt | 47.7 | 237 | 1420 | 2080 |
| 3_5_place_dp | 46.7 | 233 | 1760 | 2030 |
| 2_1_floorplan | - | 167 | 2150 | 1810 |
[cell families after synthesis]
logic type,Yosys count,synth area share [%]
other,1,0.208
AND-OR/OR-AND,26,8.73
buffers and inverters,11,3.40
flip-flops,39,54.2
AND/OR/NAND/NOR,64,19.7
XOR/XNOR,15,7.28
adder cells (fa/ha/maj),2,1.39
multiplexers,9,5.13
[worst paths after layout]
kind,end,slack [ps],depth (start not counted)
worst max-delay path,scl,1510,1
worst min-delay path,clk_cnt[15]$_DFF_PP0_,480,1
worst max register to register,scl_int$_DFFE_PP1N_,2300,4
worst min register to register,clk_cnt[15]$_DFF_PP0_,480,1
max in group asynchronous,clk_cnt[9]$_DFF_PP0_,2130,3
min in group asynchronous,scl_int$_DFFE_PP1N_,1340,2
[worst reg2reg max path, cell delays in order, from the launching register on]
cell and delay, ps:
dfrtp_1 410, ha_1 300, nor4b_1 250, and4_1 340, xnor2_1 140
[layout make-up]
class	instances	share of cell area, %
Multi-Input combinational cell	117	36.9
Inverter	4	0.723
Timing Repair Buffer	21	10.0
Sequential cell	39	47.1
Tap cell	52	3.13
Clock buffer	4	2.17
[metal layers]
layer  vias up  global-route usage [%]  part of all wire [%]
met5         -                       0                     0
met4         0                   0.907                  0.38
met3         2                    2.65                   3.8
met2        30                    21.3                    44
met1       625                    26.0                    52
li1        621                       -                     -
[power breakdown]
part / leakage, µW / switching (µW) / internal [µW]
clock: 0.0000228 / 55.0 / 74.2
combinational: 0.000353 / 10.1 / 16.0
sequential: 0.000524 / 0 / 181
No activity file was given, so power comes from the tool's default toggle rates.
